==> ./design.v <==
module Fetch (
	input wire clk,
	input wire [31:0] pc_in,
	input wire [31:0] instrn_in,
	input wire flush_in,
	input wire hazard_in,
	output reg [31:0] instr_out,
	output reg [31:0] NPC_out
	);
	initial
	begin
		instr_out = 0;
		NPC_out = 0;
	end
	always @ (posedge clk)
	begin
		if (flush_in)
		begin
			instr_out <= 0;
			NPC_out <= 0;
		end
		else
		if (~hazard_in)
		begin
			instr_out <= instrn_in;
			NPC_out <= pc_in;
		end
		else
		begin
			instr_out <= 0;
			NPC_out <= 0;
		end
	end
endmodule
==> ./run.sh <==
#!/bin/bash
# OpenROAD 26Q1-2900-gdf79404cd8, Yosys 0.63+post, stock flow scripts
make -C /OpenROAD-flow-scripts/flow DESIGN_CONFIG=/design/flow/config.mk WORK_HOME=/design/flow/orfs finish
==> ./config.mk <==
export PLATFORM = sky130hd
export DESIGN_NAME = Fetch
export DESIGN_NICKNAME = Fetch
export VERILOG_FILES = /design/flow/design.v
export SDC_FILE = /design/flow/constraint.sdc
export NUM_CORES = 4
export LEC_CHECK = 1
export CORE_UTILIZATION = 40
==> ./constraint.sdc <==
current_design Fetch

set clk_period 1.0
set clk_io_pct 0.2

create_clock -name clk0 -period $clk_period [get_ports {clk}]

set non_clock_inputs [all_inputs -no_clocks]
set_input_delay [expr $clk_period * $clk_io_pct] -clock clk0 $non_clock_inputs
set_output_delay [expr $clk_period * $clk_io_pct] -clock clk0 [all_outputs]
==> summary.txt <==
yosys + openroad results -> chip area in the Yosys report=2220 um^2, mean cell area of the mapped netlist=15.6 um^2, Max VDD drop=0.821 mV, placer's final routability congestion estimate=0.753, Final Cycle Share=94.4%, Worst EP required=0.80 ns, Clock transition at path regs=0.06 ns, kind of path behind the tightest hold check=in -> reg, num rows=26, worst-path cell with the longest stage delay=sky130_fd_sc_hd__dfxtp_2, predominant post-synthesis flop cell=sky130_fd_sc_hd__dfxtp_1, number of optimization iterations in the first detailed-route pass=4, number of warnings the tools reported=26, unique cell type count in the Yosys netlist=4, post-synthesis async set-or-reset flop share=0%, Endpoint, Worst Hold=instr_out[7], Netlist Area Pre-Place=2220 um^2, Total Neg Setup Slack=0 ns, highest clock frequency the design can meet=1060 MHz, clock root buffer master=sky130_fd_sc_hd__clkbuf_8, share of layout cells above drive strength 1=55.1%, final setup vio count=0, cell with the most instances after synthesis=sky130_fd_sc_hd__dfxtp_1, family of cells with the greatest summed delay on the critical path=flip-flops, top cell type by total area after synthesis=sky130_fd_sc_hd__dfxtp_1, worst path cell trace=buf_2, WL/cell=13.9 um, WS Path Type=reg -> out, max capacitance violation total=0, worst stage delay on the critical path=0.31 ns, vertical die dimension=76.5 um, total number of vias=1507, initial core utilization=42.4%, worst rel slew slack=75.7%, via-per-instance ratio=4.27, chip area=5850 um^2, core area=5240 um^2, Seq cells post-synth=64, number of port buffers=130, worst hold path cell count=2, Clock Sinks=64, setup repair after global routing missed its margin=false, Residual DRC=0, yosys cell count=142, Max-area cell share=57.7%, die x size=76.5 um, Layout Area Growth over Synthesis=54.4%, Tot GR Track Use=17.5%, count of hold buffers inserted by post-cts repair=0, worst slew pin tran=0.365 ns, number of buffers on the longest clock path=2, P per Cell Area=1520 nW/um^2, wire length after detailed routing=4900 um, number of H-tree levels=3, initial antenna violation count=0, count of flip-flops with a built-in enable after synthesis=0, largest net degree at the start of global routing=24, status=finished clean, number of buffers and inverters on the critical path=1, Num CTS Buffers=9, Leakage=1.46 nW, count of boundary I/O pins=131, Hold Path Origin=flush_in, Seq/Total Area, Yosys=57.7%, global-route wire length before repair=7870 um, number of global-route vias before repair=1573, commonest cells in the netlist=64 x sky130_fd_sc_hd__dfxtp_1, 60 x sky130_fd_sc_hd__nor3b_2, 14 x sky130_fd_sc_hd__buf_6, category of the worst setup path capture point=output port, CTS tree=built, post-layout utilization of the core=65.4%, Final Critical Period=0.944 ns, residual overflow from global routing=0, top fanout value on the critical path=1, gate count of the mapped netlist=142, DRC marker count from the first detailed-route iteration=47, detailed-placement wirelength estimate=3520 um, Critical Path Start Type=flip-flop, total of warnings raised by yosys=1, ant diodes=0, Final Hold Violation Tally=0, max-slew violations=0, remaining antenna violation count=0, Post-synth area hogs=sky130_fd_sc_hd__dfxtp_1 58%, sky130_fd_sc_hd__nor3b_2 34%, sky130_fd_sc_hd__buf_6 7.1%, sky130_fd_sc_hd__nor3b_1 1.4%, Worst Path Arrival=0.74 ns
[state kept, by name, summed over array words and instances (netlist names)]
name	count
NPC_out	32
instr_out	32
[worst max-delay path by stage]
stage | from | cells past startpoint | slack, ns | end
CTS | NPC_out[8] | 1 | 0.001 | NPC_out[8]
global route | NPC_out[25] | 1 | 0.03 | NPC_out[25]
finish | NPC_out[25] | 1 | 0.06 | NPC_out[25]
[cell usage in the layout (no fill, tap or decap)]
master	netlist	routed
sky130_fd_sc_hd__nor3b_1	4	4
sky130_fd_sc_hd__clkdlybuf4s50_1	0	64
sky130_fd_sc_hd__dfxtp_2	0	7
sky130_fd_sc_hd__nor3b_2	60	60
sky130_fd_sc_hd__clkbuf_1	0	2
sky130_fd_sc_hd__clkbuf_8	0	12
sky130_fd_sc_hd__clkbuf_2	0	4
sky130_fd_sc_hd__buf_12	0	3
sky130_fd_sc_hd__buf_4	0	10
sky130_fd_sc_hd__buf_2	0	60
sky130_fd_sc_hd__dfxtp_1	64	57
[power by group]
part           switching [mW]  internal (mW)  total, mW
Combinational           0.191          0.429      0.619
Clock                   0.846           1.08       1.92
Sequential             0.0205           2.65       2.67
Total                    1.06           4.16       5.22
[final cells by class]
| type | instances | area, um^2 |
|---|---|---|
| fill | 441 | 1810 |
| clock buffer | 14 | 173 |
| sequential | 64 | 1290 |
| tap | 70 | 87.6 |
| multi-input combinational | 64 | 781 |
| timing repair buffer | 141 | 1100 |
[timing repair]
action,in CTS,in global routing
gates resized,196,4
buffers inserted,0,0
endpoints found under the setup margin,64,4
[layer usage]
metal	vias to the layer above	part of all wire (%)	GRT usage [%]
li1	756	-	-
met1	676	44	24.4
met2	70	46	27.7
met3	5	9.1	5.72
met4	0	0.98	3.27
met5	-	0	0
[through the flow]
step / setup slack [ns] / hold slack (ns) / area, um^2 / cells / power [mW]
floorplan: 0.315 / 0.357 / 2220 / 142 / 2.98
global placement: 0.0242 / 0.514 / 3570 / 339 / 3.45
detailed placement: 0.0207 / 0.516 / 3570 / 339 / 3.45
CTS: 0.000995 / 0.166 / 3450 / 353 / 5.31
global route: 0.0274 / 0.186 / 3430 / 353 / 5.45
finish: 0.0563 / 0.177 / 3430 / 353 / 5.22
[cell families (layout without fill, tap and decap cells)]
group | Yosys count | count (layout) | synth area share, %
and+or+nand+nor | 64 | 64 | 35.2
DFF | 64 | 64 | 57.7
buffers and inverters | 14 | 155 | 7.10
Power and IR drop assume default switching activity.
