[/design/flow/run.sh]
#!/bin/bash
# OpenROAD 26Q1-2900-gdf79404cd8, Yosys 0.63+post, stock flow scripts
make -C /OpenROAD-flow-scripts/flow DESIGN_CONFIG=/design/flow/config.mk WORK_HOME=/design/flow/orfs finish
[/design/flow/config.mk]
export PLATFORM = sky130hd
export DESIGN_NAME = Decode
export DESIGN_NICKNAME = Decode
export VERILOG_FILES = /design/flow/design.v
export SDC_FILE = /design/flow/constraint.sdc
export NUM_CORES = 4
export LEC_CHECK = 1
export CORE_AREA = 10 10 95 95
export DIE_AREA = 0 0 105 105
[/design/flow/constraint.sdc]
current_design Decode

set clk_period 1.0
set clk_io_pct 0.2

create_clock -name clk0 -period $clk_period

set non_clock_inputs [all_inputs -no_clocks]
set_input_delay [expr $clk_period * $clk_io_pct] -clock clk0 $non_clock_inputs
set_output_delay [expr $clk_period * $clk_io_pct] -clock clk0 [all_outputs]
[/design/flow/design.v]
module Decode (
	input wire [8:0] decoder_in,
	input wire [31:0] dataA_in,
	input wire [31:0] dataB_in,
	input wire [31:0] instr_in,
	input wire ls,
	output reg [1:0] WB_out,
	output reg [2:0] MEM_out,
	output reg [3:0] EXE_out,
	output reg [4:0] RS_out,
	output reg [4:0] RT_out,
	output reg [4:0] RD_out,
	output reg [31:0] dataA_out,
	output reg [31:0] dataB_out,
	output reg [31:0] imm_out
	);
	initial
	begin
		WB_out = 0;
		MEM_out = 0;
		EXE_out = 0;
		RS_out = 0;
		RT_out = 0;
		RD_out = 0;
		dataA_out = 0;
		dataB_out = 0;
		imm_out = 0;
	end
	always @ (*)
	begin
		WB_out <= decoder_in[8:7];
		MEM_out <= decoder_in[6:4];
		EXE_out <= decoder_in[3:0];
		RS_out <= instr_in[25:21];
		RT_out <= instr_in[20:16];
		RD_out <= instr_in[15:11];
		dataA_out <= (ls ? instr_in[25:21] : dataA_in);
		dataB_out <= dataB_in;
		imm_out <= { { 16{ instr_in[15] } }, instr_in[15:0] };
	end
endmodule
==> metrics.txt <==
# HELP chip_impl_metric Metrics from one implementation run
# TYPE chip_impl_metric gauge
chip_impl_info{name="run_status",value="finished, violations left"} 1
chip_impl_info{name="violated_checks",value="setup timing"} 1
chip_impl_metric{name="crit_required",unit="ns"} 0.80
chip_impl_metric{name="final_critical_path_setup_slack",unit="ns"} -0.03985
chip_impl_metric{name="syn-mean-instance-area",unit="um^2"} 7.487
chip_impl_metric{name="grt_pass1_wl",unit="um"} 4664
chip_impl_metric{name="die_boundary_height",unit="um"} 105
chip_impl_metric{name="detailed_place_hpwl",unit="um"} 2805
chip_impl_metric{name="vias_per_cell",unit=""} 3.090
chip_impl_metric{name="openroad.warnings",unit=""} 40
chip_impl_metric{name="final_antenna_net_count",unit=""} 0
chip_impl_metric{name="clock_buffers",unit=""} 0
chip_impl_metric{name="crit_path_max_incr_delay",unit="ns"} 0.29
chip_impl_metric{name="post_synth_instance_area",unit="um^2"} 920.9
chip_impl_metric{name="dieWidth",unit="um"} 105
chip_impl_metric{name="number_of_endpoints_failing_setup_at_the_final_stage",unit=""} 5
chip_impl_metric{name="hold_viol_final",unit=""} 0
chip_impl_metric{name="maxSlewViolCount",unit=""} 0
chip_impl_metric{name="drt_iter0_markers",unit=""} 9
chip_impl_metric{name="yosys.area.top_type_share",unit="%"} 71.74
chip_impl_metric{name="count_of_placed_standard_cells_including_taps",unit=""} 208
chip_impl_metric{name="timing_worst_slew_pin_value",unit="ns"} 0.1405
chip_impl_metric{name="synthesized_instance_count",unit=""} 123
chip_impl_metric{name="aggregate_global_routing_overflow",unit=""} 0
chip_impl_info{name="timing.critical_path.to",value="dataA_out[1]"} 1
chip_impl_metric{name="yosys.stat.chipArea",unit="um^2"} 920.9
chip_impl_metric{name="avgRoutedWirePerCell",unit="um"} 15.46
chip_impl_info{name="endpoint_type_of_the_worst_setup_path",value="output pin"} 1
chip_impl_metric{name="design.seq.count",unit=""} 0
chip_impl_metric{name="setup_total_negative_slack",unit="ns"} -0.1599
chip_impl_metric{name="met1_usage",unit="%"} 4.745
chip_impl_info{name="worstPathCellList",value="buf_12 -> buf_8 -> mux2_4 -> buf_6"} 1
chip_impl_metric{name="largest_fanout_on_the_critical_path",unit=""} 5
chip_impl_metric{name="synth_stat.cells",unit=""} 123
chip_impl_metric{name="placement_rows",unit=""} 30
chip_impl_info{name="logic_family",value="buffers and inverters"} 1
chip_impl_metric{name="final_area",unit="um^2"} 1097
chip_impl_info{name="post-synth-top-area-cell",value="buf_4"} 1
chip_impl_metric{name="gp_routability_congestion",unit=""} 0.6799
chip_impl_metric{name="gr-usage-met3",unit="%"} 3.789
chip_impl_metric{name="floorplan.io_pins",unit=""} 226
chip_impl_metric{name="first_pass_iters",unit=""} 4
chip_impl_info{name="most-common-layout-cells",value="31 x dlygate4sd2_1, 30 x buf_2, 19 x nor2b_1"} 1
chip_impl_info{name="critical_path.slowest_cell",value="mux2_4"} 1
chip_impl_metric{name="post-route-period-util",unit="%"} 104.0
chip_impl_info{name="start_kind",value="input pin"} 1
chip_impl_info{name="layout_top_cell_excl_fill_tap",value="dlygate4sd2_1"} 1
chip_impl_metric{name="post-route-min-period",unit="ns"} 1.040
chip_impl_metric{name="timing.max_slew.rel_slack",unit="%"} 90.63
chip_impl_info{name="globalRoute.busiestLayer",value="met2"} 1
chip_impl_metric{name="via_count",unit=""} 655
chip_impl_metric{name="number_of_antenna_violations_at_the_first_check_in_global_routing",unit=""} 0
chip_impl_metric{name="port-buffer-count",unit=""} 75
chip_impl_metric{name="final_cell_count_no_fill",unit=""} 212
chip_impl_metric{name="post_route_cells_drive_above_1_share",unit="%"} 49.14
chip_impl_metric{name="synth.cellmix.adderShare",unit="%"} 0
chip_impl_metric{name="gr-usage-met2",unit="%"} 8.407
chip_impl_metric{name="synth.cellmix.xorXnorShare",unit="%"} 0
chip_impl_metric{name="final_wirelength",unit="um"} 3277
chip_impl_metric{name="total_leakage_power",unit="nW"} 0.6196
chip_impl_info{name="crit_start",value="ls"} 1
chip_impl_metric{name="power",unit="uW"} 334.6
chip_impl_metric{name="initial_core_util",unit="%"} 13.33
chip_impl_metric{name="globalRouteTotalUtil",unit="%"} 5.228
chip_impl_info{name="topCellsByArea",value="buf_4 72%, nor2b_1 17%, mux2_4 4.9%, mux2_2 2.4%, and2b_1 1.6%"} 1
chip_impl_metric{name="ir_worst_vdd",unit="mV"} 0.04406
chip_impl_metric{name="ys_types",unit=""} 7
chip_impl_metric{name="chip_area",unit="um^2"} 11030
chip_impl_metric{name="antenna_cells",unit=""} 0
chip_impl_metric{name="max_cap_viol_count",unit=""} 0
chip_impl_metric{name="regArea",unit="um^2"} 0
chip_impl_metric{name="crit_arrival",unit="ns"} 0.84
chip_impl_metric{name="clock.fmax",unit="MHz"} 961.7
chip_impl_metric{name="yosys.area_share.simple",unit="%"} 18.61
chip_impl_metric{name="post_cts_hold_buffer_count",unit=""} 0
chip_impl_metric{name="num-fill-cells",unit=""} 824
chip_impl_metric{name="post_synth_mux_area_share",unit="%"} 7.337
chip_impl_metric{name="powerDensity",unit="nW/um^2"} 304.9
chip_impl_metric{name="route.detailed.drc",unit=""} 0
chip_impl_metric{name="placedInstanceArea",unit="um^2"} 1172
chip_impl_metric{name="design.core.area",unit="um^2"} 6907
chip_impl_info{name="grt_setup_unrepaired",value="yes"} 1
chip_impl_info{name="worstHoldPathType",value="input pin to output pin"} 1
chip_impl_metric{name="yosys.stat.seqShare",unit="%"} 0
chip_impl_metric{name="synth-compound-area-share",unit="%"} 0
chip_impl_metric{name="yosysWarningCount",unit=""} 1
chip_impl_info{name="setup.worst_path.class",value="input pin to output pin"} 1
chip_impl_metric{name="grt_max_degree",unit=""} 19
chip_impl_metric{name="layout-area-overhead-vs-synth",unit="%"} 19.16
chip_impl_metric{name="first_global_vias",unit=""} 719
[cells in the mapped netlist]
cell,n
nor2b_1,25
buf_2,2
buf_6,1
buf_4,88
and2b_1,2
mux2_4,3
mux2_2,2
[power by group]
group	switching, mW	internal (mW)	total [mW]
sequential	0	0	0
clock	0	0	0
combinational	0.0888	0.246	0.335
total	0.0888	0.246	0.335
[cell families after synthesis]
group                  Yosys count
and+or+nand+nor                 27
buffers and inverters           91
muxes                            5
[layout make-up]
| cell class | instances | area (um^2) | share of cell area (%) |
|---|---|---|---|
| Timing Repair Buffer | 84 | 695.7 | 63.40 |
| Multi-Input combinational cell | 32 | 281.5 | 25.66 |
| Tap cell | 96 | 120.1 | 10.95 |
[metrics by stage]
step	worst slack, ns	hold WS [ns]	utilization [%]
after global placement	-0.7964	0.4000	16.97
after CTS	-0.1460	0.4000	15.62
after global routing	-0.05693	0.4000	15.89
final	-0.03985	0.4000	15.89
after floorplan	0.2119	0.4630	-
after detailed placement	-0.7932	0.4000	16.97
[worst max-delay path: cells and delay by family]
| kind | cells | cell delay, ns |
|---|---|---|
| multiplexers | 1 | 0.29 |
| buffers and inverters | 3 | 0.34 |
[routing by layer]
layer  share of wire [%]  vias up  wire length [um]
li1                    -      273                 -
met1                  32      275              1034
met2                  43       75              1422
met3                  20       32               640
met4                 5.5        0               179
met5                   0        -                 0
[what timing repair did]
action,CTS,global route
setup buffers,4,0
resized,159,18
setup endpoints to repair,37,27
cloned,2,0
[worst min-delay path by stage]
stage | start | endpoint | slack, ns | depth (start not counted)
final | decoder_in[4] | MEM_out[0] | 0.40 | 0
after global routing | decoder_in[4] | MEM_out[0] | 0.40 | 0
after CTS | decoder_in[5] | MEM_out[1] | 0.40 | 0
Power figures rest on the tool's default switching activity, not on a simulated workload.
